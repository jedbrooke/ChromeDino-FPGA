File: flow/run.sh
#!/bin/bash
# OpenROAD 26Q1-2900-gdf79404cd8, Yosys 0.63+post, stock flow scripts
make -C /OpenROAD-flow-scripts/flow DESIGN_CONFIG=/design/flow/config.mk WORK_HOME=/design/flow/orfs finish
File: flow/config.mk
export PLATFORM = sky130hd
export DESIGN_NAME = gamestate
export DESIGN_NICKNAME = gamestate
export VERILOG_FILES = /design/flow/design.v
export SDC_FILE = /design/flow/constraint.sdc
export NUM_CORES = 4
export LEC_CHECK = 1
export CORE_UTILIZATION = 30
File: flow/constraint.sdc
current_design gamestate

set clk_period 3.4
set clk_io_pct 0.2

create_clock -name clk0 -period $clk_period [get_ports {clk}]

set non_clock_inputs [all_inputs -no_clocks]
set_input_delay [expr $clk_period * $clk_io_pct] -clock clk0 $non_clock_inputs
set_output_delay [expr $clk_period * $clk_io_pct] -clock clk0 [all_outputs]
File: flow/design.v
`timescale 1ns / 1ps
module counter_4bit(
	 input i_clk,
	 input i_rst,
	 input [3:0] i_max,
	 input i_inc,
	 output reg [3:0] o_val,
	 output reg o_carry
	);
	reg carry_last; 
	always @(posedge i_clk)
	begin
		if(i_rst) begin
			o_val[3:0] <= 4'b0000;
			o_carry <= 1'b0; 
			carry_last <= 1'b0;
		end
		else begin
			if (carry_last == 1'b1) begin
				o_carry <= 1'b0;
				carry_last <= 1'b0;
			end
			if (i_inc) begin  
				if(o_val < i_max) begin  
					o_val <= o_val + 1'b1;	
				end
				else begin  
					o_carry <= 1'b1;
					carry_last <= 1'b1;
					o_val <= 4'b0;
				end
			end
		end  
	end  
endmodule
`timescale 1ns / 1ps
module gamestate #(
		stDead = 0,
		stGrace = 1,
		stPlay = 2,
		grace_period = 150000000  
	)
	(
   input wire clk,
	input wire rst,
	input wire i_collided,
	input wire score_clk,
	input wire fast_score_clk,
	input wire i_sss2,
	output [15:0] o_nums,
	output reg [1:0] o_state
    );
	reg [27:0] grace_counter;
	wire used_score_clk;
	assign used_score_clk = i_sss2 ? fast_score_clk : score_clk;
	always @(posedge clk) begin
		if (rst) begin 
			o_state <= stGrace;
			grace_counter <= 14'b0;
		end else
			case (o_state)
				stGrace:  
					begin
						if (grace_counter == grace_period)
						begin
							grace_counter <= 28'b0;
							o_state <= stPlay;
						end
						else begin
							grace_counter <= grace_counter + 1'b1;
						end
					end
				stPlay:  
					begin
						if (i_collided)
							o_state <= stDead;
					end
				endcase
	end  
	score_handling #(.play(stPlay)) score (
		.clk(clk),
		.score_clk(used_score_clk),
		.rst(rst),
		.state(o_state),
		.nums(o_nums)
	);
endmodule
`timescale 1ns / 1ps
module score_handling #(
		play = 2
	)
	(
	input wire clk,
	input wire score_clk,
	input wire rst,
	input wire [1:0] state,
	output wire [15:0] nums
	);
	wire [3:0] num_arr[0:3];  
	reg en[0:3];  
	wire [3:0] carry;  
	always @* begin 
		en[3] <= (carry[2] && (state == play));
		en[2] <= (carry[1] && (state == play));
		en[1] <= (carry[0] && (state == play));
		en[0] <= (score_clk && (state == play));
	end
	parameter digit3_max = 4'b1001;
	parameter digit2_max = 4'b1001; 
	parameter digit1_max = 4'b1001; 
	parameter digit0_max = 4'b1001; 
	assign nums = {num_arr[3],num_arr[2],num_arr[1],num_arr[0]};
	counter_4bit digit3 (
		.i_clk(clk), .i_rst(rst), .i_max(digit3_max), .i_inc(en[3]), .o_val(num_arr[3]), .o_carry(carry[3])
	);
	counter_4bit digit2(
		.i_clk(clk), .i_rst(rst), .i_max(digit2_max), .i_inc(en[2]), .o_val(num_arr[2]), .o_carry(carry[2])
	);
	counter_4bit digit1(
		.i_clk(clk), .i_rst(rst), .i_max(digit1_max), .i_inc(en[1]), .o_val(num_arr[1]), .o_carry(carry[1])
	);
	counter_4bit digit0(
		.i_clk(clk), .i_rst(rst), .i_max(digit0_max), .i_inc(en[0]), .o_val(num_arr[0]), .o_carry(carry[0])
	);
endmodule
==> results.yml <==
# flow metrics
power:
  power.total_uw: 1020
  vdd_drop_max_uv: 215
  pwr_density_cell_nw_per_um2: 355
  p_leak_uw: 0.000968
drt:
  vias: 1992
  drc: 0
  ant_nets: 0
  totalWireLength_mm: 4.78
  drt-initial-drc-count: 93
  via_per_inst: 4.85
  wl_per_cell_um: 11.6
  antennaDiodeCount: 0
  dr.pass1.iters: 4
global_routing:
  busiest_layer: "met2"
  gr-usage-met2_pct: 18.9
  antenna_found_initial: 0
  grt_max_degree: 25
  grt_pass1_wl_mm: 8.20
  grt_overflow: 0
  met1_usage_pct: 17.4
  use_met3_pct: 1.84
  grt_usage_pct: 11.7
  grt_pass1_vias: 1807
timing:
  finalHoldViolCount: 0
  fmax_mhz: 446
  fin_crit_sh_pct: 65.9
  setup_viol: 0
  rsz0062_at_grt: "false"
  final.min_clock_period_ns: 2.24
  tns_ns: 0
  slew_viol_final: 0
  clock_skew_ns: 0.00684
  whs_ns: 0.493
  max_slew_margin_pct: 58.4
  tightestPinTransition_ns: 0.618
worst_setup_path:
  critPathKind: "reg -> reg"
  startpoint_type: "flip-flop"
  end_kind: "flip-flop"
  crit_arrival_ns: 2.49
  cp.required_ns: 3.65
  reg2reg_depth: 4
  crit_path_max_fanout: 14
finish:
  n_fill_cell: 818
  comb_area_um2: 1280
  final_area_um2: 2870
  area_growth_pct: 16.6
  seq_area_um2: 1040
  drive_gt1_share_pct: 5.18
placed_design:
  hpwlAfterDp_mm: 3.34
  numPortBuffers: 23
  place_area_um2: 2770
  finalWeightedCongestion: 0.768
min_path:
  hold_class: "reg -> reg"
  holdPathStages: 2
yosys:
  ys.warnings.count: 5
  postSynthAreaPerCell_um2: 8.63
  postSynthCellCount: 285
  ys_area_um2: 2460
  area_leaders: "dfxtp_1, a21oi_1, ha_1, nor2_1, xnor2_1"
  ys_seq_share_pct: 42.3
  synth-edff-count: 0
  ys_top_cells_by_count: "dfxtp_1, nor2_1, a21oi_1"
  synth_area_um2: 2460
  ys_ff: 52
  synth_top_area_share_pct: 42.3
  top_area_cell: "dfxtp_1"
  postSynth.asyncResetShare_pct: 0
  synth_top_cell_by_count: "dfxtp_1"
  ys_cells: 285
  ff_type: "dfxtp_1"
  yosysUniqueCellTypes: 41
floorplan:
  io_pins: 24
  die_width_um: 92.6
  die_area_um2: 8570
  fp.dieH_um: 92.6
  core_area_um2: 7850
  fp_util_pct: 31.3
  rows: 32
clock_tree:
  clk_path_buf_depth: 2
  cts_buffers: 5
  hold_buffers: 0
  cts.repair.resized: 0
  clk_pin_slew_ns: 0.10
  cts-root-buf: "clkbuf_8"
  clock-sinks: 52
  cts_tree: "done"
  cts_setup_buffers: 0
  clock_latency_ns: 0.31
  cts-htree-levels: 2
run_status:
  outcome: "complete, no violations"
job:
  cap_viol_max_count: 0
  warnings: 30
kinds of logic after synthesis:
logic type,synth area share (%)
compound gates,13.5
simple gates,26.2
xor+xnor,6.77
buf+inv,5.65
mux,0.458
fa+ha+maj,5.09
flops,42.3
report_power, final:
group / leakage (µW) / total, µW / switching [µW] / internal [µW]
Sequential: 0.000419 / 617 / 5.06 / 612
Clock: 0.0000463 / 370 / 219 / 151
Combinational: 0.000503 / 32.1 / 18.7 / 13.4
state kept, by name, summed over array words and instances (netlist names), 2 cells and up:
| register | flops |
|---|---|
| score.digit0.o_val | 4 |
| score.digit3.o_val | 4 |
| score.digit2.o_val | 4 |
| score.digit1.o_val | 4 |
| grace_counter | 28 |
| o_state | 2 |
layout make-up:
type	count	area share, %
clock inverters	3	0.959
clock buffers	5	2.40
well taps	102	4.45
inverters	21	2.75
multi-input cells	203	44.6
repair buffers	25	8.55
flip-flops and latches	52	36.3
metrics by stage:
stage	utilization (%)	setup WS (ns)	instances
global route	36.6	0.915	411
CTS	36.6	1.15	411
detailed placement	35.3	1.13	403
finish	36.6	1.16	411
floorplan	-	1.46	285
global placement	35.3	1.17	403
path summary, 6_finish.rpt:
| kind | start | to | slack, ns |
|---|---|---|---|
| max | o_state[0] | grace_counter[23] | 1.16 |
| min reg2reg | grace_counter[23] | grace_counter[23] | 0.49 |
| max reg2reg | o_state[0] | grace_counter[23] | 1.16 |
| min | grace_counter[23] | grace_counter[23] | 0.49 |
worst max-delay path, cell delays in order, from the launching register on:
cell,delay (ns)
dfxtp_1,0.48
nand4b_1,0.38
or4_4,0.69
or4_1,0.49
a21oi_1,0.14
placed cells by master (no fill, tap or decap), drive strengths merged, types with 11 or more instances in the layout:
master / count
a21oi: 25
clkdlybuf4s50: 23
dfxtp: 52
inv: 22
nand2: 20
nand3: 13
nor2: 30
o21ai: 12
or4: 11
xnor2: 11
per-layer routing:
metal | routed length [µm] | up-vias
li1 | - | 1054
met5 | 0 | -
met2 | 2120 | 21
met3 | 125 | 5
met4 | 46 | 0
met1 | 2490 | 912
Power and IR drop assume default switching activity.
