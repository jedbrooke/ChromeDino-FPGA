==> /design/flow/design.v <==
`default_nettype none
module dinosaur #(
		DINO_X = 80,
		DINO_HEIGHT = 30,
		DINO_DUCK_HEIGHT = 20,
		DINO_WIDTH = 20,
		DINO_REG_JUMP_STRENGTH = 16'd17,
		DINO_ULTRA_JUMP_STRENGTH = 16'd23,
		DINO_GRAVITY = 1,  
		DINO_FASTFALL = 1,
		FLOOR_HEIGHT = 400
	)
	(
	    input wire i_clk,          
	    input wire i_ani_stb,      
	    input wire i_rst,          
	    input wire i_animate,      
	    input wire i_jump,         
	    input wire i_duck,         
		input wire i_sss,		   
	    output wire [11:0] o_x1,   
	    output wire [11:0] o_x2,   
	    output wire [11:0] o_y1,   
	    output wire [11:0] o_y2    
    );
    reg [11:0] x = DINO_X;    
    reg signed [11:0] y = FLOOR_HEIGHT - DINO_HEIGHT;    
    reg [7:0] current_height;
    reg signed [15:0] y_vel;   
    reg is_jumping;
	wire [3:0] dino_fastfall;
	wire [15:0] dino_jump_strength;
    assign o_x1 = x - DINO_WIDTH;   
    assign o_x2 = x + DINO_WIDTH;   
    assign o_y1 = y - current_height;   
    assign o_y2 = y + current_height;   
	assign dino_fastfall = i_duck ? DINO_FASTFALL : 4'b0;
	assign dino_jump_strength = i_sss ? DINO_ULTRA_JUMP_STRENGTH : DINO_REG_JUMP_STRENGTH;
    always @ (posedge i_clk) begin
        if (i_rst) begin  
            x <= DINO_X;
            y <= FLOOR_HEIGHT - DINO_HEIGHT;  
            y_vel <= 0; 
			is_jumping <= 0;
        end  
        else if (i_animate && i_ani_stb) begin
			if(is_jumping) begin
				y_vel <= y_vel + DINO_GRAVITY + dino_fastfall;
				y <= y + y_vel;
				if (i_duck) begin
					current_height <= DINO_DUCK_HEIGHT;
				end  
				else begin
					current_height <= DINO_HEIGHT;
				end	 
				if(y >= FLOOR_HEIGHT - current_height) begin
					y <= FLOOR_HEIGHT - current_height;
					y_vel <= 0;
					is_jumping <= 1'b0;
				end  
			end  
			else if(i_jump) begin
				is_jumping <= 1'b1;
				y_vel <= -dino_jump_strength;
				y <= y - dino_jump_strength;
			end  
			else if(i_duck) begin
				 current_height <= DINO_DUCK_HEIGHT; 
				 if (y != FLOOR_HEIGHT - DINO_DUCK_HEIGHT)
					y <= FLOOR_HEIGHT - DINO_DUCK_HEIGHT;
			end  
			else begin
				current_height <= DINO_HEIGHT;
				if (y >= FLOOR_HEIGHT - DINO_HEIGHT)
					y <= FLOOR_HEIGHT - DINO_HEIGHT;
			end  
		end  
    end  
endmodule
==> /design/flow/run.sh <==
#!/bin/bash
# OpenROAD 26Q1-2900-gdf79404cd8, Yosys 0.63+post, stock flow scripts
make -C /OpenROAD-flow-scripts/flow DESIGN_CONFIG=/design/flow/config.mk WORK_HOME=/design/flow/orfs finish
==> /design/flow/config.mk <==
export PLATFORM = sky130hd
export DESIGN_NAME = dinosaur
export DESIGN_NICKNAME = dinosaur
export VERILOG_FILES = /design/flow/design.v
export SDC_FILE = /design/flow/constraint.sdc
export NUM_CORES = 4
export LEC_CHECK = 1
export CORE_UTILIZATION = 30
==> /design/flow/constraint.sdc <==
current_design dinosaur

set clk_period 4.4
set clk_io_pct 0.2

create_clock -name clk0 -period $clk_period [get_ports {i_clk}]

set non_clock_inputs [all_inputs -no_clocks]
set_input_delay [expr $clk_period * $clk_io_pct] -clock clk0 $non_clock_inputs
set_output_delay [expr $clk_period * $clk_io_pct] -clock clk0 [all_outputs]
==> CHANGELOG.md <==
## Flow update

* Leak pwr at 1.29 nW
* Post-CTS Hold Buffers at 0
* Clk Latency, worst-skew pair at ~270 ps
* Ys flop type: dfxtp_1
* Core box area at 0.00933 sq mm
* Seq/Total Area, Yosys at 0.182
* EDFF count, synth at 1
* Cycle use final at 0.808
* Ys cells at 391
* Net Sw Frac at 0.336
* WL final at 6990 microns
* TritonCTS buffer count at 3
* Peak supply drop at 0.131 mV
* Max Root-Sink Buffers at 2
* Max-Slew Margin vs Limit at 0.555
* Pre-antenna DRT Iters at 5
* CTS clk-pin slew, worst paths at roughly 90 ps
* Synth Cell Area at 0.00292 sq mm
* Clock network power share at 0.237
* H-tree depth at 1
* Most frequent cells in the layout: nor2_1 (38), a21oi_1 (35), nand2_1 (31), clkdlybuf4s50_1 (30), dfxtp_1 (25)
* Setup ws final at between 800 and 900 ps
* F_max at 0.281 GHz
* Ys async rst share at 0
* CTS root buf: clkbuf_8
* FP Rows at 35
* Total Power at 0.669 mW
* Crit path kind: register to output port
* Final min period at 3560 ps
* Pin count of the biggest net entering global routing at 26
* Layout cells sized above 1 at 0.0451
* Int Pwr at 0.444 mW
* DRT antenna net count at 0
* Synth warn at 1
* Power Density at approximately 210 mW/mm^2
* # setup viols final at 0
* Final routed DRC violation total at 0
* Log Warnings at 27
* Max Transition Viols Final at 0
* Global-route usage over all layers at 0.149
* Setup Total Neg Slack at 0 ps
* Die W at 101 microns
* Setup Fix Bufs, Post-CTS at 0
* Port Buffers at 30
* RSZ-0062 raised after global routing: no
* Crit Path Max Fanout at 7
* Final Skew at 3.21 ps
* Number of synthesized register bits at 26
* Synthesized area per cell at 7.46 sq um
* Logic gate share of total power at 0.355
* Number of global-route vias before repair at about 2500
* Worst Max-Slew Pin Slew at 661 ps
* WL per Instance at between 10 and 15 microns
* Gr ovfl total at 0
* Cell Type Count at 65
* Final GP Congestion at a little under 0.9
* I/O pins at between 50 and 60
* Most used logic cell in the final layout: nor2_1
* Worst EP arrival at 2680 ps
* Startpoint types: register
* Setup crit end kind: output port
* CP Data Required Time at 3520 ps
* Die Span Y at 101 microns
* Hold Vio Cnt, Final at 0
* First-iteration detailed-routing DRC count at 169
* Clk sinks at 26
* Cell count after synthesis at 391
* Switch Pwr at 0.224 mW
* HP Class: register to register
* Die area at 0.0101 sq mm
* Pre-CTS setup slack at 1130 ps
* Sequential share of power at 0.408
* DR vias at approximately 2600
* # diodes at 0
* Area growth, synth to finish at 9.99%
* YS chip area at roughly 0.0029 sq mm
* Initial antenna violation count at 0
* Outcome: finished, final reports clean
* CTS tree: done
* Fp_density at 0.313
* First-pass GRT wire length at 12000 microns
* WHS at between 500 and 600 ps
* DR vias/cell at 5.01
* Max-Cap Viols at 0
* # resized after CTS at 0
* DP HPWL at 5400 microns
## state kept, by name, indices dropped and copies added, names as in the netlist
signal and cells:
y_vel 12, y 12, is_jumping 1, current_height 1
## through the flow
stage	utilization	area, sq um	cells
finish	0.344	3210	528
global route	0.344	3210	528
CTS	0.344	3210	528
detailed placement	0.338	3150	524
global placement	0.338	3150	524
floorplan	-	3000	413
## final timing paths
path                                                   from                     to  slack [ps]  depth (start not counted)
worst max-delay path            current_height[1]$_DFFE_PP_               o_y1[10]         840                          8
worst min register to register        y_vel[0]$_SDFFE_PP0P_  y_vel[0]$_SDFFE_PP0P_         520                          2
worst max register to register            y[4]$_SDFFE_PP1P_      y[9]$_SDFFE_PP0P_        2000                          7
worst min-delay path                  y_vel[0]$_SDFFE_PP0P_  y_vel[0]$_SDFFE_PP0P_         520                          2
## power groups by stage
stage | registers, mW | clock network (mW) | logic, mW
6_report | 0.273 | 0.158 | 0.237
5_1_grt | 0.276 | 0.173 | 0.269
4_1_cts | 0.273 | 0.164 | 0.239
## cell type report
| cell class | count | area, sq um |
|---|---|---|
| clock buffers | 4 | 55.1 |
| fillers | 964 | 6120 |
| inverters | 20 | 75.1 |
| multi-input cells | 318 | 2080 |
| flip-flops and latches | 26 | 531 |
| well taps | 129 | 161 |
| repair buffers | 31 | 308 |
## worst max-delay path, cell delays in order, from the launching register on
cell and delay, ps:
edfxtp_1 480, inv_1 100, ha_1 380, and3_1 230, o21ai_0 260, nor2b_1 240, nand2_1 90, xnor2_1 160
clkdlybuf4s50_1 470
## synth_stat cells (4+ instances only)
cell type | n | area [sq um]
xnor2_1 | 16 | 140
nand4_1 | 5 | 31.3
clkbuf_1 | 12 | 45.0
a21oi_1 | 35 | 175
a211oi_1 | 5 | 37.5
nand3_1 | 8 | 40.0
nand2_1 | 31 | 116
nor2b_1 | 7 | 43.8
nand2b_1 | 7 | 43.8
o21ai_0 | 17 | 85.1
and3_1 | 5 | 31.3
dfxtp_1 | 25 | 500
mux2i_1 | 4 | 40.0
inv_1 | 20 | 75.1
buf_2 | 6 | 30.0
ha_1 | 22 | 275
buf_4 | 29 | 218
nor2_1 | 38 | 143
xor2_1 | 12 | 105
nor3_1 | 17 | 85.1
## routing by layer
layer | global-route usage | wire length [microns]
met5 | 0 | 0
met4 | 0.0134 | 25
met3 | 0.0233 | 420
met2 | 0.252 | 3280
met1 | 0.210 | 3260
## logic make-up (layout without fill, tap and decap cells)
family                     after synthesis  after routing  synth area share
and+or+nand+nor                        133            133             0.225
muxes                                    5              5            0.0176
buffers and inverters                   69             55             0.134
adders and majority gates               24             24             0.108
DFF                                     26             26             0.182
xor gates and xnor gates                28             28            0.0840
AOI/OAI and AO/OA                      104            104             0.247
other                                    2             24           0.00257
No activity file was given, so power comes from the tool's default toggle rates.
