## flow/config.mk

```make
export PLATFORM = sky130hd
export DESIGN_NAME = clk_div
export DESIGN_NICKNAME = clk_div
export VERILOG_FILES = /design/flow/design.v
export SDC_FILE = /design/flow/constraint.sdc
export NUM_CORES = 4
export LEC_CHECK = 1
export CORE_UTILIZATION = 50
```

## flow/constraint.sdc

```tcl
current_design clk_div

set clk_period 3.8
set clk_io_pct 0.2

create_clock -name clk0 -period $clk_period [get_ports {clk}]

set non_clock_inputs [all_inputs -no_clocks]
set_input_delay [expr $clk_period * $clk_io_pct] -clock clk0 $non_clock_inputs
set_output_delay [expr $clk_period * $clk_io_pct] -clock clk0 [all_outputs]
```

## flow/design.v

```verilog
`timescale 1ns / 1ps
module clk_div(
	input wire clk,
	input wire rst,
	output reg score_clk,
	output reg dp_clk,
	output reg blink_clk,
	output reg fast_score_clk
	);
	reg [22:0] score_reg = 0; 
	reg [22:0] fast_score_reg = 0; 
	reg [19:0] dp_reg = 0;
	reg [25:0] blink_reg = 0;
	parameter score_clk_max = 5000000;  
	parameter fast_score_clk_max = 100000;  
	parameter dp_clk_max = 200000;  
	parameter blink_clk_max = 50000000;  
	always @(posedge clk) begin
		if(rst) begin
			score_reg <= 0; 
			score_clk <= 0; 
			dp_reg <= 0;
			dp_clk <= 0;
			fast_score_reg <= 0;
			fast_score_clk <= 0;
			blink_reg <= 0;
			blink_clk <= 0;
		end
		else begin
			if (score_reg == score_clk_max) begin
				score_reg <= 0;
				score_clk <= 1'b1;
			end
			else begin
				score_reg <= score_reg + 1'b1;
				if (score_clk == 1'b1) begin
					score_clk <= 1'b0;
				end
			end
			if (dp_reg == dp_clk_max) begin
				dp_reg <= 0;
				dp_clk <= 1'b1;
			end
			else begin
				dp_reg <= dp_reg + 1'b1;
				if (dp_clk == 1'b1) begin
					dp_clk <= 1'b0;
				end
			end
			if (blink_reg == blink_clk_max) begin
				blink_reg <= 0;
				blink_clk <= 1'b1;
			end
			else begin
				blink_reg <= blink_reg + 1'b1;
				if (blink_clk == 1'b1) begin
					blink_clk <= 1'b0;
				end
			end 
			if (fast_score_reg == fast_score_clk_max) begin
				fast_score_reg <= 0;
				fast_score_clk <= 1'b1;
			end
			else begin
				fast_score_reg <= fast_score_reg + 1'b1;
				if (fast_score_clk == 1'b1) begin
					fast_score_clk <= 1'b0;
				end
			end
		end  
	end  
endmodule
```

## flow/run.sh

```bash
#!/bin/bash
# OpenROAD 26Q1-2900-gdf79404cd8, Yosys 0.63+post, stock flow scripts
make -C /OpenROAD-flow-scripts/flow DESIGN_CONFIG=/design/flow/config.mk WORK_HOME=/design/flow/orfs finish
```

==> node_exporter_impl.prom <==
# HELP chip_impl_metric Flow report values
# TYPE chip_impl_metric gauge
chip_impl_metric{name="fillers",unit=""} 760
chip_impl_metric{name="timing.max_cap.violations",unit=""} 0
chip_impl_info{name="dominant_kind_of_combinational_cell",value="simple AND/OR/NAND/NOR gates"} 1
chip_impl_metric{name="globalRouteMet2Util",unit="%"} 30.1
chip_impl_metric{name="warning_count",unit=""} 29
chip_impl_metric{name="grt.overflow.total",unit=""} 0
chip_impl_metric{name="cts.sinks",unit=""} 96
chip_impl_metric{name="fp-row-count",unit=""} 33
chip_impl_metric{name="grt_max_degree",unit=""} 25
chip_impl_metric{name="report.final.hold_viol_count",unit=""} 0
chip_impl_metric{name="totalWireLength",unit="µm"} 8160
chip_impl_info{name="worstPathCellList",value="or4b_2 > nor4_1 > a41o_1 > nor2_1"} 1
chip_impl_metric{name="areaGrowthSynthToFinish",unit="%"} 5.89
chip_impl_metric{name="die_width",unit="µm"} 96
chip_impl_metric{name="global_route.usage.met1",unit="%"} 29.7
chip_impl_info{name="rsz0062_at_grt",value="no"} 1
chip_impl_metric{name="first_global_vias",unit=""} 3076
chip_impl_metric{name="synth_warnings",unit=""} 1
chip_impl_metric{name="timing.max_slew.rel_slack",unit="%"} 45.7
chip_impl_metric{name="cts.repair_timing.setup_buffer_count",unit=""} 0
chip_impl_metric{name="drv_slew",unit=""} 0
chip_impl_metric{name="antenna_found_initial",unit=""} 0
chip_impl_metric{name="route.detailed.vias_per_inst",unit=""} 5.65
chip_impl_info{name="synthTopCellsByArea",value="sky130_fd_sc_hd__dfxtp_1, sky130_fd_sc_hd__xor2_1, sky130_fd_sc_hd__nor2_1"} 1
chip_impl_metric{name="worst-path-buf-inv",unit=""} 0
chip_impl_metric{name="diodes",unit=""} 0
chip_impl_metric{name="synth_mux_share",unit="%"} 0
chip_impl_metric{name="clock_insertion_delay_worst_skew",unit="ns"} 0.35
chip_impl_metric{name="placeableCoreArea",unit="µm²"} 8380
chip_impl_metric{name="fin_crit",unit="ns"} 2.46
chip_impl_metric{name="synth.cellmix.compoundShare",unit="%"} 9.54
chip_impl_metric{name="die.size.y",unit="µm"} 96
chip_impl_metric{name="io_buffer_count",unit=""} 5
chip_impl_info{name="synth_top_flop_cell",value="sky130_fd_sc_hd__dfxtp_1"} 1
chip_impl_metric{name="drt_pass1_iterations",unit=""} 4
chip_impl_metric{name="critPathMaxFanout",unit=""} 23
chip_impl_metric{name="final_layout_size_suffix_gt1_share",unit="%"} 4.47
chip_impl_metric{name="setup_slack",unit="ns"} 1.34
chip_impl_metric{name="fmaxAchievable",unit="MHz"} 406
chip_impl_info{name="hold_path.class",value="flip-flop to flip-flop"} 1
chip_impl_info{name="top_family_by_delay_on_critical_path",value="simple AND/OR/NAND/NOR gates"} 1
chip_impl_metric{name="detail_route.drc_violations",unit=""} 0
chip_impl_metric{name="clock_tree.htree_level_count",unit=""} 3
chip_impl_metric{name="netlist_area",unit="µm²"} 4420
chip_impl_metric{name="fin_crit_sh",unit="%"} 64.8
chip_impl_metric{name="cts.reportedPaths.clkPinSlew",unit="ns"} 0.08
chip_impl_info{name="synth_top_cell_by_area",value="sky130_fd_sc_hd__dfxtp_1"} 1
chip_impl_metric{name="yosys_cells",unit=""} 516
chip_impl_info{name="tritoncts",value="built"} 1
chip_impl_metric{name="syn-instance-count",unit=""} 516
chip_impl_metric{name="ys_seq_share",unit="%"} 43.5
chip_impl_metric{name="setup_tns_final",unit="ns"} 0
chip_impl_metric{name="cellPowerDensity",unit="nW/µm²"} 371
chip_impl_info{name="slowest_stage",value="sky130_fd_sc_hd__a41o_1"} 1
chip_impl_metric{name="vdd_drop_max",unit="µV"} 229
chip_impl_metric{name="grt_first_pass_wirelength",unit="µm"} 13800
chip_impl_metric{name="synth-edff-count",unit=""} 0
chip_impl_metric{name="vias",unit=""} 3503
chip_impl_metric{name="synth.distinct_cells",unit=""} 40
chip_impl_info{name="worst_setup_path_start_kind",value="flip-flop"} 1
chip_impl_metric{name="largest_register_ffs",unit=""} 26
chip_impl_metric{name="adder_share",unit="%"} 2.27
chip_impl_info{name="critical_path.endpoint_type",value="flip-flop"} 1
chip_impl_info{name="run_status",value="complete, no violations"} 1
chip_impl_metric{name="clk_path_buf_depth",unit=""} 2
chip_impl_metric{name="synth_flop_count",unit=""} 96
chip_impl_metric{name="ctsResizeCount",unit=""} 0
chip_impl_metric{name="cts_buffers",unit=""} 9
chip_impl_metric{name="globalplace.congestion",unit=""} 0.844
chip_impl_metric{name="clock-skew-final",unit="ns"} 0.0105
chip_impl_metric{name="initial_utilization",unit="%"} 52.7
chip_impl_metric{name="netlist.area_leader.share",unit="%"} 43.5
chip_impl_metric{name="tightest_slew",unit="ns"} 0.815
chip_impl_metric{name="hpwl",unit="µm"} 5520
chip_impl_metric{name="synthSimpleGateAreaFrac",unit="%"} 30.4
chip_impl_info{name="busiest_layer",value="met2"} 1
chip_impl_metric{name="globalRouteTotalUtil",unit="%"} 19.2
chip_impl_metric{name="synthXorXnorAreaFrac",unit="%"} 9.71
chip_impl_metric{name="yosys-stat-area",unit="µm²"} 4420
chip_impl_metric{name="drtAntennaViolNets",unit=""} 0
chip_impl_metric{name="data_arrival_time_of_the_worst_path",unit="ns"} 2.67
chip_impl_metric{name="initialDrtViolationCount",unit=""} 88
chip_impl_metric{name="die_area",unit="µm²"} 9220
chip_impl_metric{name="critPathMaxStageDelay",unit="ns"} 0.78
chip_impl_metric{name="dpl_worst_slack",unit="ns"} 1.32
chip_impl_metric{name="syn_avg_cell_area",unit="µm²"} 8.56
chip_impl_metric{name="num_io_pins",unit=""} 6
chip_impl_metric{name="cellLeakagePower",unit="nW"} 1.49
chip_impl_metric{name="final.hold.worst_slack",unit="ns"} 0.464
chip_impl_info{name="timing_worst_setup_path_type",value="flip-flop to flip-flop"} 1
chip_impl_metric{name="post_drt_wl_per_cell",unit="µm"} 13.2
chip_impl_info{name="root_buffer_selected_by_cts",value="sky130_fd_sc_hd__clkbuf_8"} 1
chip_impl_metric{name="hold_buffers",unit=""} 0
chip_impl_metric{name="async_reset_ff_share",unit="%"} 0
chip_impl_metric{name="utilization",unit="%"} 55.8
chip_impl_metric{name="finalSetupViolCount",unit=""} 0
chip_impl_metric{name="grt_use_met3",unit="%"} 3.53
chip_impl_metric{name="timing.critical_path.required",unit="ns"} 4.01
synth_stat cells (2+ instances only):
master	instances
sky130_fd_sc_hd__a21oi_1	35
sky130_fd_sc_hd__a31o_2	2
sky130_fd_sc_hd__and2_1	3
sky130_fd_sc_hd__and3_1	4
sky130_fd_sc_hd__and4_1	13
sky130_fd_sc_hd__buf_2	5
sky130_fd_sc_hd__buf_4	2
sky130_fd_sc_hd__buf_6	3
sky130_fd_sc_hd__clkbuf_1	11
sky130_fd_sc_hd__dfxtp_1	96
sky130_fd_sc_hd__ha_1	8
sky130_fd_sc_hd__inv_1	21
sky130_fd_sc_hd__nand2_1	29
sky130_fd_sc_hd__nand3_1	30
sky130_fd_sc_hd__nand4_1	32
sky130_fd_sc_hd__nor2_1	64
sky130_fd_sc_hd__nor3_1	9
sky130_fd_sc_hd__nor4_1	10
sky130_fd_sc_hd__nor4b_1	5
sky130_fd_sc_hd__o21ai_0	22
sky130_fd_sc_hd__o21bai_1	2
sky130_fd_sc_hd__o31ai_1	10
sky130_fd_sc_hd__or3_1	22
sky130_fd_sc_hd__or4_1	14
sky130_fd_sc_hd__or4b_2	2
sky130_fd_sc_hd__xnor2_1	18
sky130_fd_sc_hd__xor2_1	31
per-layer routing:
layer	vias to the layer above	routed length [µm]
met2	26	3560
met5	-	0
met3	7	221
li1	1843	-
met1	1627	4290
met4	0	82
stage by stage:
step	power, mW	std cells	cell area [µm²]
finish	1.73	620	4680
global route	1.81	620	4680
CTS	1.75	620	4680
detailed placement	1.11	605	4490
global placement	1.10	605	4490
floorplan	1.09	516	4420
cell usage in the layout (no fill, tap or decap), drive strengths merged:
| cell type | instances |
|---|---|
| dfxtp | 96 |
| nor2 | 64 |
| a21oi | 35 |
| nand4 | 32 |
| xor2 | 31 |
| nand3 | 30 |
| nand2 | 29 |
| or3 | 23 |
| o21ai | 22 |
| inv | 21 |
| xnor2 | 18 |
| or4 | 14 |
| and4 | 14 |
| clkbuf | 12 |
| nor4 | 10 |
| o31ai | 10 |
| nor3 | 9 |
| ha | 8 |
| nor4b | 5 |
| clkdlybuf4s50 | 5 |
| and3 | 4 |
| and2 | 3 |
| or4b | 3 |
| o21bai | 2 |
| a31o | 2 |
| buf | 2 |
| a41o | 1 |
| nor3b | 1 |
| o221ai | 1 |
| nand4b | 1 |
| and4b | 1 |
| a21bo | 1 |
| nand3b | 1 |
| nor2b | 1 |
| clkinv | 1 |
| bufinv | 1 |
| clkinvlp | 1 |
worst paths after layout:
check,startpoint,endpoint,slack [ns],depth (start not counted)
hold reg to reg,blink_reg[0],blink_reg[0],0.46,1
setup reg to reg,score_reg[6],score_reg[7],1.34,4
hold / removal,blink_reg[0],blink_reg[0],0.46,1
setup / recovery,score_reg[6],score_reg[7],1.34,4
final cells by class:
| cell class | instances | area (µm²) | area share (%) |
|---|---|---|---|
| inverters | 21 | 78.8 | 1.68 |
| multi-input cells | 376 | 2290 | 49.0 |
| repair buffers | 7 | 65.1 | 1.39 |
| well taps | 105 | 131 | 2.81 |
| clock inverters | 3 | 42.5 | 0.909 |
| clock buffers | 12 | 145 | 3.10 |
| flip-flops and latches | 96 | 1920 | 41.1 |
cell families after synthesis:
family,after synthesis
xor+xnor,49
fa+ha+maj,8
flops,96
simple gates,245
buf+inv,44
compound gates,74
report_power, final:
| group | leakage (nW) | switching [mW] | internal, mW |
|---|---|---|---|
| clock | 0.0925 | 0.334 | 0.319 |
| combinational | 0.620 | 0.0329 | 0.0192 |
| sequential | 0.775 | 0.0132 | 1.02 |
No activity file was given, so power comes from the tool's default toggle rates.
